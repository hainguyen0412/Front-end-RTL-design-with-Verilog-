## /design/flow/design.v

```verilog
module Full_Adder_by1(A,B,Cin,S,Cout);
  input wire A,B,Cin;
  output wire Cout,S;
  assign S=(A^B)^Cin;
  assign Cout=(A&B)|(Cin&(A^B));
endmodule
module Full_Adder_by8(A,B,Cin,Cout,S);
  input wire [7:0]A;
  input wire [7:0]B;
  input wire Cin;
  output wire Cout;
  output wire [7:0]S;
  wire [6:0]Carries;
  Full_Adder_by1 add1(.A(A[0]),.B(B[0]),.Cin(Cin),.S(S[0]),.Cout(Carries[0]));
  Full_Adder_by1 add2(.A(A[1]),.B(B[1]),.Cin(Carries[0]),.S(S[1]),.Cout(Carries[1]));
  Full_Adder_by1 add3(.A(A[2]),.B(B[2]),.Cin(Carries[1]),.S(S[2]),.Cout(Carries[2]));
  Full_Adder_by1 add4(.A(A[3]),.B(B[3]),.Cin(Carries[2]),.S(S[3]),.Cout(Carries[3]));
  Full_Adder_by1 add5(.A(A[4]),.B(B[4]),.Cin(Carries[3]),.S(S[4]),.Cout(Carries[4]));
  Full_Adder_by1 add6(.A(A[5]),.B(B[5]),.Cin(Carries[4]),.S(S[5]),.Cout(Carries[5]));
  Full_Adder_by1 add7(.A(A[6]),.B(B[6]),.Cin(Carries[5]),.S(S[6]),.Cout(Carries[6]));
  Full_Adder_by1 add8(.A(A[7]),.B(B[7]),.Cin(Carries[6]),.S(S[7]),.Cout(Cout));
endmodule
```

## /design/flow/run.sh

```bash
#!/bin/bash
# OpenROAD 26Q1-2900-gdf79404cd8, Yosys 0.63+post, stock flow scripts
make -C /OpenROAD-flow-scripts/flow DESIGN_CONFIG=/design/flow/config.mk WORK_HOME=/design/flow/orfs finish
```

## /design/flow/config.mk

```make
export PLATFORM = sky130hd
export DESIGN_NAME = Full_Adder_by8
export DESIGN_NICKNAME = Full_Adder_by8
export VERILOG_FILES = /design/flow/design.v
export SDC_FILE = /design/flow/constraint.sdc
export NUM_CORES = 4
export LEC_CHECK = 1
export CORE_AREA = 10 10 70 70
export DIE_AREA = 0 0 80 80
```

## /design/flow/constraint.sdc

```tcl
current_design Full_Adder_by8

set clk_period 7.7
set clk_io_pct 0.2

create_clock -name clk0 -period $clk_period

set non_clock_inputs [all_inputs -no_clocks]
set_input_delay [expr $clk_period * $clk_io_pct] -clock clk0 $non_clock_inputs
set_output_delay [expr $clk_period * $clk_io_pct] -clock clk0 [all_outputs]
```

==> qor.rpt <==
FINAL LAYOUT
--------------------------------------------------------------------------------------
Footprint of the flip-flops and latches                                          0 µm²
Finished layout cell area                                                      515 µm²
Final Non-Filler Cells                                                              90
Number of flip-flops and latches                                                     0
Layout clock buffers                                                                 0
Fraction of final layout cells sized beyond drive strength 1                        0%
Area added between synthesis and finish                                           100%

TIMING
--------------------------------------------------------------------------------------
Unrepaired setup endpoints after global routing                                     no
Number of hold violations in the final report                                        0
Headroom to the max-slew limit                                                   93.7%
Final critical-path required period                                            7.08 ns
Fmax                                                                           141 MHz
Final setup vio count                                                                0
Fin Hold WS                                                                    4.13 ns
Post-route fraction of the period consumed by the critical path                  91.9%
Worst-Margin Slew                                                            0.0938 ns
Setup TNS after final layout                                                      0 ns
Worst Slack Setup Final                                                       0.621 ns
Number of max-slew violations in the final report                                    0

DRT
--------------------------------------------------------------------------------------
TritonRoute pass-1 iters                                                             2
Diodes inserted                                                                      0
Number of routed nets with antenna violations                                        0
Average vias per placed instance                                                  2.37
Iteration-0 DRC count of the detailed router                                         1
Post-detailed-routing wire length                                               745 µm
Routed via count                                                                   213
Routed len/inst                                                                8.28 µm
Number of remaining DRC errors                                                       0

YOSYS
--------------------------------------------------------------------------------------
Number of instances in the synthesized netlist                                      26
Largest area contributor in the synthesized netlist                               fa_1
Dominant cells by area after synthesis                                    fa_1 (62%), buf_4 (23%), inv_1 (15%)
Cell area after technology mapping                                             258 µm²
Chip area in the Yosys report                                                  258 µm²
Yosys top cell by instances                                                      inv_1
Yosys Instances                                                                     26
Synth top cells by count                                                  inv_1 (10), buf_4 (8), fa_1 (8)
Count of different cell masters after synthesis                                      3
Register share after synthesis                                                      0%
Area share of the largest cell type after synthesis                              62.1%
Yosys warning tally                                                                  0
Mean instance size in the synthesized netlist                                 9.91 µm²

JOB
--------------------------------------------------------------------------------------
Max Cap Violations                                                                   0
OpenROAD warnings                                                                   32

MIN PATH
--------------------------------------------------------------------------------------
Hold Crit Depth                                                                      5
Sink of the worst hold path                                                       S[0]
Hold Path Class                                                           input port to primary output
Launch point of the worst hold path                                                Cin

POWER AND IR DROP
--------------------------------------------------------------------------------------
PD cells                                                                   68.0 nW/µm²
Static Leakage                                                                0.213 nW
Worst supply voltage drop on vdd                                           0.0000206 V

GRT
--------------------------------------------------------------------------------------
Largest net degree at the start of global routing                                    2
Number of antenna violations at the first check in global routing                    0
Remaining Overflow, GRT                                                              0
Overall track demand over capacity in global routing                             2.33%
First-pass GRT wire length                                                     1210 µm
Number of global-route vias before repair                                          261

CRITICAL PATH
--------------------------------------------------------------------------------------
CP bufs+invs                                                                         6
Library cell contributing the largest single delay on the critical path   clkdlybuf4s50_1
Critical path fanouts, max                                                           1
Type of the setup path with the least slack                               input port to primary output
CP Data Arrival Time                                                           5.54 ns
Data required time at the worst endpoint                                       6.16 ns
Maximum cell stage delay along the critical path                               0.46 ns
Cell type group with the largest total delay on the critical path          adder cells
Kind of launch point of the worst setup path                                input port
Cells traversed along the worst timing path                               clkdlybuf4s50_1 > inv_1 > fa_1 > inv_1 > fa_1 > fa_1 > fa_1 > fa_1 > fa_1 > fa_1 > inv_1 > fa_1 > inv_1 > clkdlybuf4s50_1
Most repeated library cell on the critical path                                   fa_1
Capturing element type of the critical path                               primary output

FLOORPLAN
--------------------------------------------------------------------------------------
Number of placement rows                                                            21
Chip Height                                                                      80 µm
Initial Util                                                                     7.55%
Area enclosed by the die boundary                                             6400 µm²
Horizontal extent of the die                                                     80 µm
Top-level port count                                                                26
Area of the core                                                              3420 µm²

OUTCOME
--------------------------------------------------------------------------------------
Status                                                                    complete, no violations

CLOCKING
--------------------------------------------------------------------------------------
Post-CTS Repair Setup Buffers                                                        0
Post-CTS resize count                                                                0
CTS hold repair buffers                                                              0

PLACE
--------------------------------------------------------------------------------------
Placed cell area                                                               515 µm²
HPWL Detailed                                                                   728 µm
Dpl ws                                                                        0.603 ns
Placer Congestion                                                                0.877
Count of input and output buffers                                                   26
Cell Count Post-Placement                                                           90

[layer usage]
| layer | up-vias | share of wire [%] | GRT usage (%) |
|---|---|---|---|
| met3 | 0 | 33 | 2.27 |
| met4 | 0 | 0 | 0 |
| li1 | 96 | - | - |
| met5 | - | 0 | 0 |
| met1 | 92 | 41 | 3.03 |
| met2 | 25 | 26 | 2.81 |
[through the flow]
step / total power, mW / utilization (%)
after floorplan: 0.0173 / -
after global placement: 0.0361 / 15.1
after detailed placement: 0.0362 / 15.1
after CTS: 0.0365 / 15.1
after global routing: 0.0405 / 15.1
final: 0.0351 / 15.1
[tightest hold or removal path, stage by stage]
cell and delay, ns:
clkdlybuf4s50_1 0.40, inv_1 0.07, fa_1 0.15, inv_1 0.03, clkdlybuf4s50_1 0.39
[report_power, final]
part	internal, mW	switching (mW)
Sequential	0	0
Combinational	0.0259	0.00912
Clock	0	0
Total	0.0259	0.00912
[how the worst max path moves through the flow]
stage                 start    to  slack, ns  cells after the start
final                  A[0]  S[7]       0.62                     14
after CTS              A[0]  S[7]       0.58                     14
after global routing   A[0]  S[7]       0.42                     14
[kinds of logic after synthesis]
family / synth area share, %
buf+inv: 37.9
fa+ha+maj: 62.1
[area by class of cell]
cell class | instances | area [µm²]
fill | 392 | 2900
inverter | 10 | 37.5
multi-input combinational | 8 | 160
tap | 46 | 57.6
timing repair buffer | 26 | 260
[cells in the final DEF, fill, tap and decap left out, drive strengths merged]
| master | synthesis | layout |
|---|---|---|
| clkdlybuf4s50 | 0 | 26 |
| inv | 10 | 10 |
| fa | 8 | 8 |
Power figures rest on the tool's default switching activity, not on a simulated workload.
