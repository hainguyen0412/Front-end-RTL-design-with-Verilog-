==> ./design.v <==
module counter(
  input wire clk,
  input wire rst,
  output reg [7:0]count
);
  always @(posedge clk or negedge rst)
    begin
      if(!rst)
          count<=0;
      else
          count<=count+1;
    end
endmodule
==> ./run.sh <==
#!/bin/bash
# OpenROAD 26Q1-2900-gdf79404cd8, Yosys 0.63+post, stock flow scripts
make -C /OpenROAD-flow-scripts/flow DESIGN_CONFIG=/design/flow/config.mk WORK_HOME=/design/flow/orfs finish
==> ./config.mk <==
export PLATFORM = sky130hd
export DESIGN_NAME = counter
export DESIGN_NICKNAME = counter
export VERILOG_FILES = /design/flow/design.v
export SDC_FILE = /design/flow/constraint.sdc
export NUM_CORES = 4
export LEC_CHECK = 1
export CORE_AREA = 10 10 70 70
export DIE_AREA = 0 0 80 80
==> ./constraint.sdc <==
current_design counter

set clk_period 1.3
set clk_io_pct 0.2

create_clock -name clk0 -period $clk_period [get_ports {clk}]

set non_clock_inputs [all_inputs -no_clocks]
set_input_delay [expr $clk_period * $clk_io_pct] -clock clk0 $non_clock_inputs
set_output_delay [expr $clk_period * $clk_io_pct] -clock clk0 [all_outputs]
==> job_summary.md <==
## Synthesis and layout report

| Metric | Value |
|---|---|
| Setup CP Type | reg -> out |
| 1st-iter DRT viols | 13 |
| Place WS | 0.1276 ns |
| Final hold violations | 0 |
| RSZ-0062 raised after global routing | false |
| Core Rows | 21 |
| H-Tree Level Count | 1 |
| Sink Count | 8 |
| Total power | 439.0 uW |
| Seq share, synth | 63.24% |
| Routed WL | 776 um |
| DR vias | 238 |
| Syn. warnings | 1 |
| Synth Instances | 24 |
| Chip Width | 80 um |
| Initial antenna violation count | 0 |
| Clock tree buffer depth | 2 |
| Routed Antenna Nets | 0 |
| Buffers on Ports | 9 |
| Worst Hold Class | in -> async |
| Detailed placement HPWL | 581.4 um |
| Number of global-route vias before repair | 269 |
| Largest net degree at the start of global routing | 9 |
| Max_cap viols | 0 |
| Reg with most FFs | count |
| Tool warnings | 25 |
| Cell Type Count | 11 |
| Area share, top type | 63.24% |
| Area growth, synth to finish | 71.94% |
| Top cells by area, synth | dfrtp_1 (63%), xnor2_1 (8.3%), xor2_1 (8.3%), ha_1 (4.0%), nand3_1 (3.2%) |
| Slowest stage delay, CP | 0.38 ns |
| WHS | 0.2896 ns |
| CTS tree | yes |
| Yosys stat cell total | 24 |
| Outcome | completed |
| Fp util | 9.267% |
| Setup Viol. Count Final | 0 |
| Die height | 80 um |
| Setup TNS | 0 ns |
| Global Route Usage Sum | 2.725% |
| Worst EP required | 1.04 ns |
| Critical path endpoint category | output pin |
| Leak | 0.2681 nW |
| Root Driver | clkbuf_4 |
| Hold_buf cts | 0 |
| Total CTS buffers | 3 |
| Yosys stat chip area | 316.6 um^2 |
| Drt pass-1 iters | 2 |
| Tightest Pin Transition | 0.3634 ns |
| Min cycle time layout | 1.137 ns |
| Fmax | 879.1 MHz |
| DRC violations left | 0 |
| Slowest CP cell | dfrtp_1 |
| Synth flops | 8 |
| Routability cong. | 0.7269 |
| Buf+Inv Stages, Crit Path | 1 |
| Setup Skew | 0.003751 ns |
| Cell type with the largest total area | dfrtp_1 |
| Max Transition Viols Final | 0 |
| # IOs | 10 |
| Area of the core | 3416 um^2 |
| Relative slew slack | 75.70% |
| Die footprint | 6400 um^2 |
| Clock transition at path regs | 0.05 ns |
| Crit path cell chain | dlygate4sd2_1 |
| Mapped cell area | 316.6 um^2 |
| Drt via density | 2.615 |
| CP delay by family, top | flip-flops |
| Final setup margin | 0.1625 ns |
| PwrDens | 806.6 nW/um^2 |
| CP arrival | 0.88 ns |
| Cycle use final | 87.50% |
| GRT overflow | 0 |
| Layout cells sized above 1 | 31.11% |
| Worst-path maximum fanout | 2 |
| Setup crit start kind | flop |
| First-pass GRT wire length | 1338 um |
| Antenna diodes | 0 |
| Drt wl/cell | 8.527 um |
| Syn_area_per_cell | 13.19 um^2 |
| Insertion Delay late pin | 0.25 ns |
| Regs by FF count | count x8 |
| Largest register FFs | 8 |
| Peak VDD IR | 341.2 uV |
-- area by class of cell --
cell class                      count  area, um^2
Clock buffer                        3       22.52
Tap cell                           46       57.56
Sequential cell                     8       200.2
Fill cell                         391        2872
Inverter                            1       3.754
Timing Repair Buffer               18       147.6
Multi-Input combinational cell     15       112.6
-- cell families after synthesis --
group | synth area share [%]
xor gates and xnor gates | 16.60
adders and majority gates | 3.952
buffers and inverters | 1.185
DFF | 63.24
and+or+nand+nor | 15.02
-- report_power, final --
part           internal (mW)  switching [mW]
registers              0.249               0
clock network          0.105          0.0771
logic                0.00266         0.00464
-- placed cells by master, fill, tap and decap left out, types with 2 or more instances in the layout --
master and instances:
dlygate4sd2_1 8, xnor2_1 3, dfrtp_1 8, buf_4 9, nand3_1 2, clkbuf_4 3, nand2_1 2, xor2_1 3
-- synthesized netlist by cell type --
| cell | count |
|---|---|
| nor3_2 | 1 |
| inv_1 | 1 |
| nand3_1 | 2 |
| xor2_1 | 3 |
| dfrtp_1 | 8 |
| xnor2_1 | 3 |
| and3_1 | 1 |
| ha_1 | 1 |
| nor2_1 | 1 |
| nand3_2 | 1 |
| nand2_1 | 2 |
-- final timing paths --
path | slack [ns] | end | startpoint | depth (start not counted)
max | 0.16 | count[1] | count[1]$_DFF_PN0_ | 1
max in group asynchronous | 0.75 | count[4]$_DFF_PN0_ | rst | 1
min reg2reg | 0.53 | count[7]$_DFF_PN0_ | count[7]$_DFF_PN0_ | 2
min in group clk0 | 0.53 | count[7]$_DFF_PN0_ | count[7]$_DFF_PN0_ | 2
min | 0.29 | count[1]$_DFF_PN0_ | rst | 1
max reg2reg | 0.18 | count[7]$_DFF_PN0_ | count[2]$_DFF_PN0_ | 5
-- through the flow --
| stage | instances | util, % | cell area, um^2 |
|---|---|---|---|
| 2_1_floorplan | 24 | - | 316.6 |
| 3_3_place_gp | 80 | 13.81 | 471.7 |
| 3_5_place_dp | 80 | 13.81 | 471.7 |
| 4_1_cts | 91 | 15.93 | 544.3 |
| 5_1_grt | 91 | 15.93 | 544.3 |
| 6_report | 91 | 15.93 | 544.3 |
-- timing repair --
item                       CTS  global route
resized                      8             0
setup endpoints to repair    8             0
setup buffers                8             0
-- metal layers --
metal	part of all wire, %	global-route usage [%]
met1	49	3.716
met2	31	2.809
met3	19	2.955
met4	0	0.1761
met5	0	0
-- worst register-to-register path, stage by stage, from the launching register on --
cell	delay [ns]
dfrtp_1	0.34
buf_4	0.10
buf_4	0.12
nand3_2	0.12
nor3_2	0.21
xor2_1	0.15
Power is estimated from default activity; no workload was simulated.
