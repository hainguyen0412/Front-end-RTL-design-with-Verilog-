$ cat /design/flow/design.v
module comparator_1(a,b,lower,equal,greater,c1,c2,c3);
  input wire a;
  input wire b;
  input wire c1, c2, c3;
  output wire lower, equal, greater;
  assign lower = c1 | (c2 & ((~a) & b));
  assign equal = c2 & (~( a ^ b));
  assign greater = c3 | (c2 & (a & (~b)));
endmodule
module comparator_4(
    input [3:0]a,
    input [3:0]b,
    output wire  lower, equal, greater);
  wire [2:0] c1,c2,c3;
  comparator_1 com1 ( a[3], b[3], c1[2], c2[2], c3[2], 0, 1, 0);
  comparator_1 com2 ( a[2], b[2], c1[1], c2[1], c3[1], c1[2], c2[2], c3[2]);
  comparator_1 com3 ( a[1], b[1], c1[0], c2[0], c3[0], c1[1], c2[1], c3[1]);
  comparator_1 com4 ( a[0], b[0], lower, equal, greater, c1[0], c2[0], c3[0]);
  endmodule
$ cat /design/flow/run.sh
#!/bin/bash
# OpenROAD 26Q1-2900-gdf79404cd8, Yosys 0.63+post, stock flow scripts
make -C /OpenROAD-flow-scripts/flow DESIGN_CONFIG=/design/flow/config.mk WORK_HOME=/design/flow/orfs finish
$ cat /design/flow/config.mk
export PLATFORM = sky130hd
export DESIGN_NAME = comparator_4
export DESIGN_NICKNAME = comparator_4
export VERILOG_FILES = /design/flow/design.v
export SDC_FILE = /design/flow/constraint.sdc
export NUM_CORES = 4
export LEC_CHECK = 1
export CORE_AREA = 10 10 70 70
export DIE_AREA = 0 0 80 80
$ cat /design/flow/constraint.sdc
current_design comparator_4

set clk_period 1.1
set clk_io_pct 0.2

create_clock -name clk0 -period $clk_period

set non_clock_inputs [all_inputs -no_clocks]
set_input_delay [expr $clk_period * $clk_io_pct] -clock clk0 $non_clock_inputs
set_output_delay [expr $clk_period * $clk_io_pct] -clock clk0 [all_outputs]
==> out/qor.csv <==
metric;value;unit
period_needed;1120;ps
hold_path.class;input pin to output port;
crit_required;880;ps
ios;11;
ff_count;0;
synth_cells;25;
via_per_inst;2.40;
grt_util_met3;0.455;%
critPathBufInv;3;
grt_usage;2.17;%
largest_area_cell;ha_1;
grt_max_degree;4;
worst_slew_pin_slew;110;ps
overflow;0;
grt_pass1_wl;1130;um
die_x;80;um
yosys_area;174;um2
cpLargestDelayFamily;buffers and inverters;
layout_setup_ws;-18.1;ps
cts_hold_buf;0;
ys_cells;25;
port_buffers;11;
drt_iter0_drc;5;
clock_buffers;0;
violations;setup timing;
postCtsSetupBuffers;0;
ys_types;7;
warnings;38;
finalSetupTns;-18.1;ps
hpwl;529;um
ys_top_cells_by_area;ha_1 (58%), inv_1 (17%), a21oi_1 (12%);
diodes;0;
dr.pass1.iters;2;
maxSlewViolCount;0;
startpoint_type;input pin;
initCoreUtil;5.09;%
leakagePower;0.202;nW
critPathKind;input pin to output port;
use_met2;3.93;%
cp-startpoint;a[1];
holdWs;806;ps
hold_violations;0;
critical_path_arrival;900;ps
ant_nets;0;
slowest_delay;210;ps
min_from;b[3];
max_freq;0.894;GHz
cpMaxStageDelayCell;ha_4;
synth_area;174;um2
maxCapViolations;0;
syn_avg_cell_area;6.96;um2
drc;0;
synthDominantCellAreaShare;57.6;%
p_per_area;341;nW/um2
core_area;3420;um2
antenna_found_initial;0;
outcome;finished with violations;
syn_to_final_growth;177;%
cp_cell_sequence;buf_8 > inv_4 > ha_4 > a21oi_2 > o21ai_2 > buf_2;
routedWlPerCell;7.60;um
drive_above_1_share;84.6;%
die_height;80;um
wl;646;um
chip_area;6400;um2
power;164;uW
ys_warn_count;3;
grt_pass1_vias;235;
utilization;14.1;%
critPathCaptureType;output port;
yosysSeqAreaShare;0;%
cp_max_fo;3;
dr_total_vias;204;
relSlewSlack;92.7;%
period_used_share;102;%
top_usage_layer;met2;
rsz0062_at_grt;true;
place.gp.congestion;0.717;
ir_worst_vdd;0.0425;mV
rows;21;
seq_area;0;um2
grt_use_met1;2.70;%
finalSetupViolCount;1;
## repair_timing
action	4_1_cts	5_1_grt
pin swaps	12	6
setup endpoints to repair	3	3
resized	74	4
## tightest hold or removal path, delay by kind of cell
family | cells | cell delay (ps)
buf+inv | 2 | 170
fa+ha+maj | 1 | 120
compound gates | 2 | 70
## stage by stage
step	instance area, um2	instances	setup slack, ps
floorplan	174	25	141
global placement	364	85	-896
detailed placement	364	85	-918
CTS	467	85	-9.07
global route	482	85	-54.5
finish	482	85	-18.1
## where the power goes
part           switching [mW]  internal [mW]
clock                       0              0
sequential                  0              0
combinational          0.0700         0.0941
## worst paths after layout
path  endpoint  slack [ps]  cells past startpoint
max      lower         -20                      6
min      lower         810                      5
## logic make-up after synthesis
logic type,share of synthesized area (%)
fa+ha+maj,57.6
compound gates,17.3
buf+inv,17.3
simple gates,7.91
## placed cells by master (no fill, tap or decap), types with 2 or more instances in the layout
cell | Yosys | final
buf_8 | 0 | 2
inv_4 | 0 | 2
ha_4 | 0 | 6
o21ai_2 | 0 | 2
buf_2 | 0 | 5
buf_6 | 0 | 6
inv_2 | 0 | 2
inv_1 | 8 | 4
a21oi_2 | 0 | 3
## metal layers
| layer | part of all wire (%) | up-vias | routed length (um) |
|---|---|---|---|
| met5 | 0 | - | 0 |
| met4 | 0 | 0 | 0 |
| met3 | 5.3 | 0 | 34 |
| met2 | 51 | 5 | 327 |
| met1 | 44 | 94 | 284 |
| li1 | - | 105 | - |
## layout make-up
class | instances | area, um2
fillers | 392 | 2930
inverters | 8 | 35.0
multi-input cells | 17 | 259
well taps | 46 | 57.6
repair buffers | 14 | 130
## synthesized netlist by cell type
library cell	instances
a21oi_1	4
ha_1	8
inv_1	8
nand2_1	1
nand2_2	1
nor2_1	1
o21ai_1	2
Power figures rest on the tool's default switching activity, not on a simulated workload.
